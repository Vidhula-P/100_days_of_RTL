### /design/flow/config.mk
export PLATFORM = sky130hd
export DESIGN_NAME = sequence_detector
export DESIGN_NICKNAME = sequence_detector
export VERILOG_FILES = /design/flow/design.v
export SDC_FILE = /design/flow/constraint.sdc
export NUM_CORES = 4
export LEC_CHECK = 1
export CORE_AREA = 10 10 70 70
export DIE_AREA = 0 0 80 80
### /design/flow/design.v
module sequence_detector (
	input  wire clk,
	input  wire reset,
	input  wire x_i,   
	output wire det_o  
);
	parameter [11:0] pattern = 12'b1110_1101_1011;
	reg [11:0] shift_reg;
	reg [11:0] next_shift;
	reg det_wire;
	always_ff @(posedge clk or posedge reset) begin
		if(reset) begin
			shift_reg <= 12'b0;
			det_wire  <= 0;
		end else begin
			shift_reg <= {x_i, shift_reg[11:1]};  
			det_wire 	<= (shift_reg == pattern) ? 1'b1 : 1'b0;				
		end
	end
	assign det_o = det_wire;
endmodule
### /design/flow/constraint.sdc
current_design sequence_detector

set clk_period 1.5
set clk_io_pct 0.2

create_clock -name clk0 -period $clk_period [get_ports {clk}]

set non_clock_inputs [all_inputs -no_clocks]
set_input_delay [expr $clk_period * $clk_io_pct] -clock clk0 $non_clock_inputs
set_output_delay [expr $clk_period * $clk_io_pct] -clock clk0 [all_outputs]
### /design/flow/run.sh
#!/bin/bash
# OpenROAD 26Q1-2900-gdf79404cd8, Yosys 0.63+post, stock flow scripts
make -C /OpenROAD-flow-scripts/flow DESIGN_CONFIG=/design/flow/config.mk WORK_HOME=/design/flow/orfs finish
==> Slide: Implementation Results <==
Key Metrics from the Run

Run status
  – Status: finished clean

CTS
  – Clock H-tree levels: 1
  – Clock Pin Slew Worst Setup and Hold Paths: 0.07 ns
  – CTS tree: yes
  – Late-Pin Clk Latency: 0.27 ns
  – CTS resizes: 0
  – Cts hold-fix bufs: 0
  – Post-CTS setup buffers: 0
  – Num CTS Buffers: 3
  – Clk buf depth: 2
  – Clk sinks: 13
  – Clk root buf: clkbuf_4

Final timing
  – Final hold violations: 0
  – Fin Setup TNS: 0 ns
  – Max-slew headroom: 0.696
  – Minimum clock period: 1.34 ns
  – Post-Route Skew: 0.000742 ns
  – Max Freq: 744 MHz
  – Slew @ Worst Pin: 0.455 ns
  – RSZ-0062 raised after global routing: no
  – Cycle use final: 0.896
  – Max-slew violations: 0
  – Final count of negative-setup-slack endpoints: 0

Critical path
  – Setup CP Type: flip-flop to output port
  – CP required: 1.20 ns
  – Worst Path Buf+Inv: 1
  – Slowest-stage cell, CP: clkdlybuf4s50_1
  – CP top delay family: buffers and inverters
  – Setup crit end kind: output port
  – Worst Path Arrival: 1.04 ns
  – CP startpoint kind: flip-flop
  – CP max FO: 1
  – Reg-to-reg endpoint: det_wire
  – Cell Chain, Critical Path: clkdlybuf4s50_1
  – Reg2reg start: shift_reg[5]
  – Setup slack, reg-to-reg: 0.68 ns
  – Crit-path max cell delay: 0.45 ns
  – Worst R2R Path Depth: 2

Route
  – Number of nets with antenna violations after routing: 0
  – Vias per cell: 2.37
  – N_diodes: 0
  – Drt first pass iters: 3
  – Initial DRC count: 23
  – Total vias in the final route: 168
  – Routed len/inst: 6.86 um
  – DRC: 0
  – Final wirelength: 487 um

Finish
  – Layout overhead on the synthesized area: 31.2%
  – Layout cell share with drive strength beyond 1: 0.160
  – Utilization after layout: 0.140
  – Largest register FFs: 12

Floorplan
  – FP Core Util: 0.107
  – Core area: 3420 um^2
  – Chip width: 80 um
  – # rows: 21
  – Die Y: 80 um
  – I/O pin count: 4
  – Die area: 6400 um^2

Logic synthesis
  – Post-synthesis cell count: 18
  – Ys cells: 18
  – Ys Warns: 1
  – Post-Syn Area: 365 um^2
  – Post-Syn Area per Cell: 20.3 um^2
  – Seq share, synth: 0.890
  – FF+latch count, synth: 13
  – Cell taking the most area after synthesis: dfrtp_1
  – Dominant cells by area after synthesis: dfrtp_1, nand4b_1, nor3_2
  – Unique cell type count in the Yosys netlist: 4
  – Top cell area share: 0.890
  – YS chip area: 365 um^2

Global routing
  – GRT Max-Usage Layer: met1
  – GR Util met3: 0.0205
  – First-pass GRT wire length: 897 um
  – Aggregate global-route resource usage: 0.0187
  – Largest net degree at the start of global routing: 14
  – Vias in the first global route: 190
  – Met2 usage: 0.0201
  – Gr ovfl total: 0
  – Initial antenna violation count: 0
  – GRT met1 Usage: 0.0248

Placement
  – Global placer's final weighted congestion: 0.678
  – PortBufs: 3

Run
  – # Max-Cap Violations: 0
  – Log Warnings: 25

Pwr
  – Maximum vdd drop: 480 uV
  – P_leak: 0.189 nW
  – Power per Cell Area: 1240 nW/um^2

Min path
  – Worst hold path type: primary input to asynchronous set/reset pin
==> worst max path at each step <==
stage | from | end | slack [ns] | cells after the start
final | det_wire | det_o | 0.16 | 1
after CTS | det_wire | det_o | 0.13 | 1
after global routing | det_wire | det_o | 0.09 | 1
==> power breakdown <==
group | switching, mW | internal (mW)
logic | 0.00760 | 0.00665
registers | 0.00830 | 0.367
clock network | 0.101 | 0.103
==> cells by family after synthesis <==
logic type	Yosys count	synth area share
buf+inv	1	0.0103
simple gates	4	0.0993
flops	13	0.890
==> area by class of cell <==
| type | count | area, um^2 |
|---|---|---|
| clock buffers | 4 | 26.3 |
| fillers | 387 | 2940 |
| inverters | 1 | 3.75 |
| multi-input cells | 4 | 36.3 |
| flip-flops and latches | 13 | 325 |
| well taps | 46 | 57.6 |
| repair buffers | 3 | 30.0 |
==> cells in the final DEF (no fill, tap or decap), drive strengths merged <==
master / n
dfrtp: 13
clkbuf: 4
nand4b: 3
clkdlybuf4s50: 3
nor3: 1
inv: 1
==> cells in the mapped netlist, drive strengths merged <==
master	number
dfrtp	13
nand4b	3
inv	1
nor3	1
==> metal layers <==
metal  wire (um)  part of all wire  up-vias
met2         175              0.36        7
li1            -                 -       77
met4           0                 0        0
met1         240              0.49       84
met5           0                 0        -
met3          71              0.15        0
==> through the flow <==
step	hold WS, ns	std cells	power, mW	cell area, um^2	worst slack, ns
after floorplan	0.177	18	0.387	365	0.741
after global placement	0.350	67	0.395	453	0.440
after detailed placement	0.362	67	0.397	453	0.435
after CTS	0.371	71	0.603	479	0.132
after global routing	0.385	71	0.629	479	0.0933
final	0.348	71	0.593	479	0.157
==> worst reg2reg max path, cell delays in order (launching register included) <==
cell and delay, ns:
dfrtp_1 0.38, nand4b_1 0.18, nor3_2 0.18
Power figures rest on the tool's default switching activity, not on a simulated workload.
