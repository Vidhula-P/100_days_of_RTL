### design.v
module parallel_to_serial(
	input  logic      clk,
	input  logic      reset,
	output logic      empty_o,    
	input  wire[3:0] parallel_i, 
	output logic      serial_o,   
	output logic      valid_o     
);
	int counter;
	always_ff @(posedge clk or posedge reset) begin : always_block
		if (reset) begin
			empty_o  <= 0;
			serial_o <= 0;
			valid_o  <= 0;
			counter  <= 0;
		end else begin
			valid_o	 <= 1;
			serial_o <= parallel_i[counter];
			if (counter == 3) begin
				empty_o <= 1;
				valid_o <= 0;
			end
			else
				counter <= counter + 1;
		end
	end : always_block
endmodule
### run.sh
#!/bin/bash
# OpenROAD 26Q1-2900-gdf79404cd8, Yosys 0.63+post, stock flow scripts
make -C /OpenROAD-flow-scripts/flow DESIGN_CONFIG=/design/flow/config.mk WORK_HOME=/design/flow/orfs finish
### config.mk
export PLATFORM = sky130hd
export DESIGN_NAME = parallel_to_serial
export DESIGN_NICKNAME = parallel_to_serial
export VERILOG_FILES = /design/flow/design.v
export SDC_FILE = /design/flow/constraint.sdc
export NUM_CORES = 4
export LEC_CHECK = 1
export CORE_UTILIZATION = 30
### constraint.sdc
current_design parallel_to_serial

set clk_period 7.9
set clk_io_pct 0.2

create_clock -name clk0 -period $clk_period [get_ports {clk}]

set non_clock_inputs [all_inputs -no_clocks]
set_input_delay [expr $clk_period * $clk_io_pct] -clock clk0 $non_clock_inputs
set_output_delay [expr $clk_period * $clk_io_pct] -clock clk0 [all_outputs]
==> README.md <==
| Group | Quantity | Reported |
|:---|:---|:---|
| min path | Hold Path Class | flip-flop to flip-flop |
| place | Post-Place Setup Slack | 5.20 ns |
| routing | Amount of wire on met3 after detailed routing | 129 um |
| power and ir drop | Maximum vdd ir drop | 94.2 uV |
| global route | Number of global-route vias before repair | 1,110 |
| global route | Largest net degree at the start of global routing | 36 |
| flow run | Max-cap violations | 0 |
| die | Num ports | 9 |
| timing | Post-Route Setup TNS | 0 ns |
| timing | Final period demand of the worst path | 2.66 ns |
| timing | Fin. max-slew vios | 0 |
| critical path | Worst r2r dst | counter[25]$_DFFE_PP0P_ |
| clock network | Clock tree from TritonCTS | built |
| finish | Fill cell instance count of the final layout | 540 |
| critical path | Worst path depth | 1 |
| place | Final weighted congestion in routability-driven placement | 0.780 |
| critical path | Launching element of the worst setup path | empty_o$_DFFE_PP0N_ |
| routing | Routed Wire Length | 2800 um |
| logic synthesis | Chip area line of the yosys report | 0.00166 sq mm |
| critical path | Critical path required time | 6.32 ns |
| clock network | Worst skew pair latency | 0.28 ns |
| routing | Detail-routed net length per standard cell | 11.9 um |
| place | Count of buffers from port buffering | 8 |
| power and ir drop | Static Leakage | 0.897 nW |
| timing | Period utilization | 0.336 |
| global route | Wire length of the first global-routing pass | 5090 um |
| clock network | Root Buffer | clkbuf_8 |
| critical path | Buffer and inverter count on the worst path | 1 |
| critical path | Kind of cell adding the most delay to the critical path | buffers and inverters |
| logic synthesis | Ys async rst share | 1.00 |
| timing | Final number of hold-violating endpoints | 0 |
| critical path | Critical R2R Launch | counter[2]$_DFFE_PP0P_ |
| power and ir drop | P per Cell Area | 166 mW/mm^2 |
| die | Core area | 0.00520 sq mm |
| critical path | Cell count of the worst reg-to-reg path | 4 |
| logic synthesis | Top_reg_cell synth | dfrtp_1 |
| logic synthesis | Post-Syn Area | 0.00166 sq mm |
| die | Site Rows | 26 |
| logic synthesis | Flip-flop and latch count after synthesis | 35 |
| timing | Worst hold slack | 0.465 ns |
| routing | Top Metal Used | met4 |
| critical path | Chain of cells forming the critical path | clkdlybuf4s50_1 |
| routing | Number of remaining DRC errors | 0 |
| routing | Post-route met1 wirelength | 1440 um |
| clock network | Clock edge transition at the registers on the reported setup and hold paths | 0.07 ns |
| logic synthesis | Average instance area after synthesis | 10.9 sq um |
| routing | Drt first-iter violations | 67 |
| critical path | Crit-path max cell delay | 0.46 ns |
| finish | Area Overhead vs Synth | 14.5% |
| clock network | # hold bufs at CTS | 0 |
| critical path | Critical-path maximum fanout | 2 |
| timing | Final worst slack | 5.24 ns |
| routing | Number of vias per cell | 4.76 |
| clock network | Count of cells resized by post-cts repair | 0 |
| clock network | Bufs on Longest Clock Path | 2 |
| place | Half-perimeter wire length after detailed placement | 1910 um |
| clock network | Buffers inserted by post-CTS timing repair | 0 |
| critical path | Kind of launch point of the worst setup path | flip-flop |
| finish | Commonest non-fill, non-tap cell in the layout | dfrtp_1 |
| logic synthesis | Count of mapped cells out of synthesis | 152 |
| finish | Commonest cells after routing, fill and taps aside | dfrtp_1 (35), xor2_1 (21), nor4_1 (14), nand2_1 (14) |
| critical path | Critical-path cell with the highest stage delay | clkdlybuf4s50_1 |
| die | Die extent in y | 76.4 um |
| outcome | Result of the run | finished clean |
| global route | GRT overflow | 0 |
| global route | GRT Overall Usage | 0.111 |
| timing | Clk_skew | 0.00617 ns |
| critical path | Timing endpoint of the critical path | empty_o |
| timing | Maximum clock rate | 0.377 GHz |
| clock network | H-Tree Level Count | 2 |
| critical path | Endpoint arrival time on the critical path | 1.08 ns |
| finish | Fraction of layout instances using a drive strength above 1 | 0.0793 |
| routing | Detailed route wirelength on metal2 | 1210 um |
| die | Die extent in x | 76.4 um |
| logic synthesis | Netlist cell types | 26 |
| critical path | Worst setup path class | flip-flop to primary output |
| logic synthesis | Number of cells in Yosys stat | 152 |
| timing | Final number of setup-violating endpoints | 0 |
| critical path | Register-to-register setup slack | 5.91 ns |
| routing | 1st-pass router iterations | 6 |
| timing | Actual slew at the worst max-slew pin | 0.613 ns |
| clock network | TritonCTS sink count | 35 |
| clock network | Number of buffers inserted during clock tree synthesis | 5 |
| routing | Remaining antenna violation count after routing | 0 |
| logic synthesis | Post-synth tally of flip-flops with integrated enable | 0 |
| die | Die area | 0.00583 sq mm |
| global route | Antenna violations before repair | 0 |
| logic synthesis | Post-synthesis sequential area ratio | 0.528 |
| routing | Diode count | 0 |
| timing | Unrepaired setup endpoints after global routing | no |
| timing | Worst slew slack as a fraction of its limit | 0.590 |
| flow run | Log Warnings | 25 |
| die | Starting density of the core | 0.319 |
| routing | Detailed-route via count | 1,114 |
| logic synthesis | Total of warnings raised by yosys | 1 |
| critical path | Worst setup EP type | primary output |
-- routing by layer --
| layer | vias to the layer above | global-route usage |
|---|---|---|
| met4 | 0 | 0.0115 |
| met1 | 539 | 0.176 |
| li1 | 561 | - |
| met3 | 2 | 0.0353 |
| met5 | - | 0 |
| met2 | 12 | 0.158 |
-- power by group --
part / total (W) / internal [W] / switching, W
clock network: 0.000129 / 0.0000683 / 0.0000610
registers: 0.000179 / 0.000179 / 0.0000000562
logic: 0.00000710 / 0.00000343 / 0.00000367
-- how the worst min path moves through the flow --
stage | startpoint | endpoint | slack, ns | depth (start not counted)
finish | empty_o$_DFFE_PP0N_ | empty_o$_DFFE_PP0N_ | 0.46 | 1
global route | counter[31]$_DFFE_PP0P_ | counter[31]$_DFFE_PP0P_ | 0.50 | 1
CTS | empty_o$_DFFE_PP0N_ | empty_o$_DFFE_PP0N_ | 0.47 | 1
-- state kept, by name, indices dropped and copies added (netlist names) --
signal	cells
empty_o	1
valid_o	1
serial_o	1
counter	32
-- kinds of logic after synthesis --
logic type | share of synthesized area
buffers and inverters | 0.0249
AOI/OAI and AO/OA | 0.00301
xor gates and xnor gates | 0.164
DFF | 0.528
muxes | 0.0204
and+or+nand+nor | 0.253
adders and majority gates | 0.00754
-- final cells by class --
| class | instances | area (sq um) | share of cell area |
|---|---|---|---|
| sequential | 35 | 876 | 0.461 |
| clock inverter | 1 | 5.00 | 0.00264 |
| multi-input combinational | 108 | 742 | 0.391 |
| clock buffer | 6 | 82.6 | 0.0435 |
| inverter | 5 | 18.8 | 0.00988 |
| timing repair buffer | 9 | 87.6 | 0.0461 |
| tap | 70 | 87.6 | 0.0461 |
-- cells in the mapped netlist, types with 3 or more instances --
library cell	count	area, sq um
and4_1	3	26.3
nor2_1	10	37.5
nand3_1	7	35.0
nand4_1	6	37.5
xnor2_1	10	87.6
dfrtp_1	35	876
nor4_1	14	87.6
and3_1	3	18.8
nor3_1	6	30.0
clkbuf_1	3	11.3
inv_1	5	18.8
nand2_1	14	52.6
xor2_1	21	184
-- through the flow --
step	instances	cell area (sq um)	power [W]	utilization
6_report	234	1900	0.000316	0.365
5_1_grt	234	1900	0.000330	0.365
4_1_cts	234	1900	0.000321	0.365
3_5_place_dp	227	1810	0.000190	0.348
3_3_place_gp	227	1810	0.000190	0.348
2_1_floorplan	152	1660	0.000186	-
Power and IR drop assume default switching activity.
