===== run.sh =====
#!/bin/bash
# OpenROAD 26Q1-2900-gdf79404cd8, Yosys 0.63+post, stock flow scripts
make -C /OpenROAD-flow-scripts/flow DESIGN_CONFIG=/design/flow/config.mk WORK_HOME=/design/flow/orfs finish

===== config.mk =====
export PLATFORM = sky130hd
export DESIGN_NAME = bin_to_one_hot
export DESIGN_NICKNAME = bin_to_one_hot
export VERILOG_FILES = /design/flow/design.v
export SDC_FILE = /design/flow/constraint.sdc
export NUM_CORES = 4
export LEC_CHECK = 1
export CORE_AREA = 10 10 70 70
export DIE_AREA = 0 0 80 80

===== constraint.sdc =====
current_design bin_to_one_hot

set clk_period 1.0
set clk_io_pct 0.2

create_clock -name clk0 -period $clk_period

set non_clock_inputs [all_inputs -no_clocks]
set_input_delay [expr $clk_period * $clk_io_pct] -clock clk0 $non_clock_inputs
set_output_delay [expr $clk_period * $clk_io_pct] -clock clk0 [all_outputs]

===== design.v =====
module bin_to_one_hot #(
	parameter BIN_W       = 4,
  parameter ONE_HOT_W   = 16
)(
  input   wire[BIN_W-1:0]     bin_i,     
  output  wire[ONE_HOT_W-1:0] one_hot_o  
);
	assign one_hot_o = 1'b1 << bin_i;
endmodule

==> summary.txt <==
Synthesis and place-and-route results.

- The worst hold slack after final layout is around 0.77 ns.
- The critical path start-end classification is input port to primary output.
- The count of nets left with antenna violations once routing finished came out at 0.
- The number of diodes is 0.
- The final number of setup-violating endpoints is 13.
- The placed instances occupy a cell area of a little under 500 sq um.
- The overall routing resource usage is 3.833%.
- The quantity of I/O buffers inserted on ports is 20.
- The standard cell core area is ~0.0034 sq mm.
- The Yosys warning count is 0.
- The placement row count is 21.
- After layout, the minimum clock period comes to between 1 and 1.5 ns.
- The total count of hold-check failures in the final report is 0.
- Yosys reports that the leading cell type by area covers 33.15% of the netlist area.
- The checks that failed: negative setup slack.
- The most repeated library cell on the critical path is sky130_fd_sc_hd__buf_6.
- The kind of launch point of the worst setup path is an input port.
- Detailed placement ended at an HPWL of approximately 630 um.
- Max fanout on the critical path was recorded as 6.
- The flop count is 0.
- Per the final layout report, the fraction of cells sized above drive strength 1 comes to ~90%.
- Summed over all failing endpoints, the final setup total negative slack is -1.165 ns.
- The non-filler instance count after layout is 106.
- The total wire length after detailed routing is 1.386 mm.
- The worst-case vdd ir drop is around 0.00015 V.
- The global placement routability congestion is 0.7210.
- The cell type with the largest total area after synthesis is sky130_fd_sc_hd__and4bb_2.
- The number of max-cap violations is 0.
- From bottom edge to top edge, the die measures 80 um.
- The overall overflow remaining after global route is 0.
- The power per cell area is 336.5 mW/mm^2.
- The run finished, with violations left.
- The iteration count recorded for the first detailed-route pass is 2.
- The post-route total power is 240.9 uW.
- The worst setup path is captured at a primary output.
- The final count of pins violating max slew is 0.
- The detail-routed via count per cell is 3.236.
- The area occupied by registers is 0 sq um.
- The first global-routing pass estimated 1.980 mm of wire.
- The netlist uses 6 different library cells.
- The initial utilization of the core area, before any placement, comes to 6.630%.
- The sequential share of the synthesized area is 0%.
- The worst pin sits at a relative slew slack of 86.43%.
- The startpoint of the most critical hold path is bin_i[0].
- The clock buffers instantiated in the layout total 0.
- Post-synthesis, Yosys gives the total cell area as 226.5 sq um.
- Per the log, the first TritonRoute iteration ended with a DRC count of 17.
- The peak clock frequency supported by timing is 874.1 MHz.
- Among all stages on the critical path, the maximum delay recorded is between 0.2 and 0.3 ns.
- For this run, design rule violations remaining after detail routing come to 0.
- Per the STA report, the cell with the highest stage delay on the worst path is sky130_fd_sc_hd__nor4b_4.
- After synthesis the cells add up to 226.5 sq um.
- The yosys cell count is 20.
- The number of antenna violations at the first check in global routing was 0.
- Counting tap cells, the placed design contains a total of 86 instances.
- The via count is 343.
- The leakage power in the latest report is roughly 0.35 nW.
- Setup repair after global routing could not meet its margin everywhere.
- The class of the worst hold path is input port to primary output.
- Between the synthesized netlist and the finished layout, the area growth was recorded as 216.0%.
- The final report gives the standard cell area, fillers excluded, as 715.7 sq um.
- The via count of the first global-routing pass was 344.
- The number of cells traversed by the worst hold path is 4.
- The arrival time at the worst endpoint is 0.94 ns.
- For reference, the post-synthesis area per instance comes to 11.32 sq um.
- The floorplan report gives the top-level pin count as 20.
- The final cycle utilization of the critical path is 114.4%.
- The required time at the worst endpoint is listed as 0.80 ns.
- For reference, the critical path cell chain is buf_8 -> buf_6 -> buf_6 -> nor4b_4 -> buf_2.
- TritonRoute output was used to compute an average wire per cell of 13.08 um.
- Measured along the x axis, the die boundary spans 80 um.
- The setup slack of the critical path after layout is -0.1440 ns.
- The transition time of the tightest slew-check pin is 0.2027 ns.
- The number of standard cells after synthesis is 20.
- Entering global routing, the biggest net connects 9 pins.
- The die area is 0.006400 sq mm.
- Looking at the hold checks, the worst path lands on one_hot_o[4].
- Across all stage logs, warnings added up to 34.
- The synthesis report lists the most area-consuming cells as sky130_fd_sc_hd__and4bb_2 (33%), sky130_fd_sc_hd__nor4b_2 (27%), sky130_fd_sc_hd__and4b_1 (18%).
- Per STA, the startpoint of the critical path is bin_i[1].
critical path, delay by kind of cell:
kind                   cells  cell delay, ns
buffers and inverters      4            0.48
and+or+nand+nor            1            0.27
per-layer routing:
metal | track usage (%) | wire length [um] | up-vias
li1 | - | - | 169
met1 | 6.856 | 779 | 154
met2 | 3.933 | 470 | 20
met3 | 1.477 | 137 | 0
met4 | 0 | 0 | 0
met5 | 0 | 0 | -
per-stage QoR:
stage                     utilization, %  worst slack [ns]
final                              20.95           -0.1440
after global placement             14.54           -0.8022
after detailed placement           14.54           -0.8001
after global routing               20.95           -0.1892
after floorplan                        -            0.2501
after CTS                          18.94           -0.1253
worst max-delay path by stage:
stage	to	cells past startpoint
after CTS	one_hot_o[8]	5
after global routing	one_hot_o[0]	5
final	one_hot_o[1]	5
cell families after synthesis:
kind of cell / count (synthesis) / share of synthesized area, %
AND/OR/NAND/NOR: 16 / 86.74
buffers and inverters: 4 / 13.26
cell usage after synthesis:
master                     number
sky130_fd_sc_hd__and4bb_2       6
sky130_fd_sc_hd__and4_1         1
sky130_fd_sc_hd__nor4b_2        4
sky130_fd_sc_hd__and4b_1        4
sky130_fd_sc_hd__nor4_2         1
sky130_fd_sc_hd__buf_4          4
where the power goes:
group	leakage, nW	internal, mW	total (mW)	switching, mW
logic	0.346	0.156	0.241	0.0846
registers	0	0	0	0
clock network	0	0	0	0
area by class of cell:
class	instances	area, sq um
fill	368	2700
multi-input combinational	16	240.2
timing repair buffer	44	417.9
tap	46	57.56
layout by cell type, fill, tap and decap left out:
master                            instances
sky130_fd_sc_hd__buf_4                    6
sky130_fd_sc_hd__buf_6                   16
sky130_fd_sc_hd__nor4b_4                  4
sky130_fd_sc_hd__buf_16                   1
sky130_fd_sc_hd__buf_12                   1
sky130_fd_sc_hd__and4b_1                  4
sky130_fd_sc_hd__and4bb_2                 6
sky130_fd_sc_hd__buf_2                   15
sky130_fd_sc_hd__nor4_4                   1
sky130_fd_sc_hd__and4_1                   1
sky130_fd_sc_hd__clkdlybuf4s15_1          1
sky130_fd_sc_hd__buf_8                    4
timing repair:
| action | CTS | global route |
|---|---|---|
| pin swaps | 9 | 5 |
| endpoints found under the setup margin | 16 | 13 |
| setup buffers | 14 | 3 |
| cloned | 4 | 0 |
| hold buffers | 0 | 0 |
| gates resized | 89 | 10 |
No activity file was given, so power comes from the tool's default toggle rates.
